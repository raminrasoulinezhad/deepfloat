[/design/flow/config.mk]
export PLATFORM = sky130hd
export DESIGN_NAME = PE_ffk
export DESIGN_NICKNAME = PE_ffk
export VERILOG_FILES = /design/flow/design.v
export SDC_FILE = /design/flow/constraint.sdc
export NUM_CORES = 4
export LEC_CHECK = 1
export CORE_UTILIZATION = 50
[/design/flow/constraint.sdc]
current_design PE_ffk

set clk_period 14.3
set clk_io_pct 0.2

create_clock -name clk0 -period $clk_period [get_ports {clock}]

set non_clock_inputs [all_inputs -no_clocks]
set_input_delay [expr $clk_period * $clk_io_pct] -clock clk0 $non_clock_inputs
set_output_delay [expr $clk_period * $clk_io_pct] -clock clk0 [all_outputs]
[/design/flow/design.v]
parameter CONFIG_LOG_WRAP_BITS = 8;
parameter CONFIG_LOG_WIDTH = 8;
parameter CONFIG_LOG_LS = 1;
parameter CONFIG_LOG_TO_LINEAR_BITS = 5;
parameter CONFIG_LINEAR_TO_LOG_BITS = 5;
parameter CONFIG_LOG_ACC_WRAP_BITS = 64;
parameter CONFIG_LOG_ACC_BITS = 41;
parameter CONFIG_POSIT_WRAP_BITS = 8;
parameter CONFIG_POSIT_WIDTH = 8;
parameter CONFIG_POSIT_ES = 1;
parameter CONFIG_QUIRE_OVERFLOW = 0;
parameter CONFIG_QUIRE_WRAP_BITS = 64;
parameter CONFIG_QUIRE_BITS = 41;
parameter CONFIG_POSIT_PRODUCT_WRAP_BITS = 32;
parameter CONFIG_POSIT_PRODUCT_FRAC_BITS = 10;
parameter CONFIG_POSIT_PRODUCT_EXP_BITS = 6;
parameter CONFIG_POSIT_PRODUCT_BITS = (CONFIG_POSIT_PRODUCT_FRAC_BITS +
                                       CONFIG_POSIT_PRODUCT_EXP_BITS +
                                       3);
package Comparison;
  typedef enum { EQ, NE, LT, LE, GT, GE } Type;
endpackage
module FloatMultiplyAdd_POC_combinational #(	parameter EXP_IN_A=3,
																							parameter FRAC_IN_A=2,
																							parameter EXP_IN_B=3,
																							parameter FRAC_IN_B=2,
																							parameter ACC_DESIRED=32)
	(input [EXP_IN_A+FRAC_IN_A : 0] a,
   input [EXP_IN_B+FRAC_IN_B : 0] b,
   input [ACC_DESIRED-1 : 0] accIn,
   output [ACC_DESIRED-1 : 0] accOut);
	localparam EXP_MAX_A_B = (EXP_IN_A > EXP_IN_B) ? EXP_IN_A : EXP_IN_B;
	localparam MAN_AB_PAD_SIZE = ACC_DESIRED - (FRAC_IN_A+FRAC_IN_B+2);
	logic [EXP_IN_A-1 : 0] exp_a;
	logic [EXP_IN_B-1 : 0] exp_b;
	logic [FRAC_IN_A-1 : 0] man_a;
	logic [FRAC_IN_B-1 : 0] man_b;
	logic sign_a;
	logic sign_b;
	always_comb begin
		exp_a = a[FRAC_IN_A+EXP_IN_A-1 : FRAC_IN_A];
		exp_b = b[FRAC_IN_B+EXP_IN_B-1 : FRAC_IN_B];
		man_a = a[FRAC_IN_A-1 : 0];
		man_b = b[FRAC_IN_B-1 : 0];
		sign_a = a[FRAC_IN_A+EXP_IN_A];
		sign_b = b[FRAC_IN_B+EXP_IN_B];
	end 
	logic implicit_a;
	logic implicit_b;
	logic [FRAC_IN_A : 0] op_a;
	logic [FRAC_IN_B : 0] op_b;
	logic [FRAC_IN_A+FRAC_IN_B+1 : 0] man_ab;
	logic [EXP_MAX_A_B : 0] exp_ab;
	logic sign_ab; 
	always_comb begin		
		implicit_a = (|exp_a == 0) ? 1'b0 : 1'b1;
		implicit_b = (|exp_b == 0) ? 1'b0 : 1'b1;
		op_a = {implicit_a,man_a};
		op_b = {implicit_b,man_b};
		man_ab = op_a * op_b; 
		exp_ab = exp_a + exp_b;
		sign_ab = sign_a ^ sign_b;
	end 
	logic [FRAC_IN_A+FRAC_IN_B+1 : 0] man_ab_s;
	logic man_ab_s_c;
	logic [MAN_AB_PAD_SIZE-1 : 0] man_ab_p;
	logic [ACC_DESIRED-1 : 0] kulisch_acc;
	logic [ACC_DESIRED-1 : 0] man_wide;
	always_comb begin 
		{man_ab_s_c, man_ab_s} = (man_ab ^ {ACC_DESIRED{sign_ab}}) + sign_ab;
		if (sign_ab) begin 
			if (man_ab_s_c == 1'b1) begin 
 				man_ab_p = {MAN_AB_PAD_SIZE{1'b0}};
 			end else begin 
 				man_ab_p = {MAN_AB_PAD_SIZE{1'b1}};
 			end 
		end else begin
			man_ab_p = {MAN_AB_PAD_SIZE{1'b0}};
		end 
		man_wide = {{man_ab_p},{man_ab_s}};
		kulisch_acc = man_wide << exp_ab;
	end 
	assign accOut = accIn + kulisch_acc; 
endmodule 
module PE_ffk #(parameter EXP_IN_A=3,
                parameter FRAC_IN_A=2,
                parameter EXP_IN_B=3,
                parameter FRAC_IN_B=2,
                parameter ACC_DESIRED=32)
   (input logic [EXP_IN_A+FRAC_IN_A:0] aIn,
    input logic [EXP_IN_B+FRAC_IN_B:0] bIn,
    input logic [ACC_DESIRED-1:0] cIn,
    output logic [EXP_IN_A+FRAC_IN_A:0] aOut,
    output logic [EXP_IN_B+FRAC_IN_B:0] bOut,
    output logic [ACC_DESIRED-1:0] cOut,
    input enableMul,
    input enableShiftOut,
    input reset,
    input clock);
   localparam W_A = EXP_IN_A + FRAC_IN_A;
   localparam W_B = EXP_IN_B + FRAC_IN_B;
  logic [ACC_DESIRED-1:0] cNew;
  FloatMultiplyAdd_POC_combinational #(.EXP_IN_A(EXP_IN_A),
                                       .FRAC_IN_A(FRAC_IN_A),
                                       .EXP_IN_B(EXP_IN_B),
                                       .FRAC_IN_B(FRAC_IN_B),
                                       .ACC_DESIRED(ACC_DESIRED))
  pe(.a(aIn),
     .b(bIn),
     .accIn(cOut),
     .accOut(cNew));
  always_ff @(posedge clock) begin
    if (reset) begin
      aOut <= W_A'(1'b0);
      bOut <= W_B'(1'b0);
      cOut <= ACC_DESIRED'(1'b0);
    end else if (enableMul) begin
      aOut <= aIn;
      bOut <= bIn;
      cOut <= cNew;
    end else if (enableShiftOut) begin
      cOut <= cIn;
    end
  end
endmodule
[/design/flow/run.sh]
#!/bin/bash
# OpenROAD 26Q1-2900-gdf79404cd8, Yosys 0.63+post, stock flow scripts
make -C /OpenROAD-flow-scripts/flow DESIGN_CONFIG=/design/flow/config.mk WORK_HOME=/design/flow/orfs finish
==> summary.txt <==
run metrics: Tmin final 8.31 ns, 1st-iter DRT viols 287, RSZ-0062 raised after global routing no, detailed-route DRC error count 0, CTS sink cnt 44, layout cells sized above 1 4.58%, largest stage delay on the critical path 0.56 ns, # rows 34, DRT antenna net count 0, PwrDens 86.9 mW/mm^2, vias post-DR 4768, GRT Util Overall 28.4%, Hold Crit Class reg2reg, largest buffer count on any clock path 2, Hold Fails Final Rpt 0, CP max-delay cell clkdlybuf4s50_1, Tightest Pin Transition 0.767 ns, fin cells 785, Die Y-Extent 98.4 microns, vias in the first global route 4475, YS warnings 2, Sum Neg Setup Slack 0 ns, I/O pin total 92, CTS Buf Count 5, syn avg cell area 7.68 sq um, CTS tree done, CTS-repair resized insts 0, Critical Path, Cell by Cell clkdlybuf4s50_1, nor3_1, nand2b_1, fa_1, inv_1, ha_1, fa_1, nand2b_1, a21oi_2, nor2_4, xor2_1, mux4_2, mux2i_1, nor2_1, ha_1, a21oi_1, nor2b_1, a21bo_1, nor2b_1, o31ai_1, a2111oi_0, a2111oi_1, GR Overflow Total 0, skew final 0.0111 ns, RR Startpoint cOut[0], wire length per cell 16.6 microns, postcts setup bufs 0, largest net degree at the start of global routing 64, max cap viols 0, fmax 120 MHz, fp util 52.5%, Setup crit end kind flop, slew margin rel. 48.9%, Yosys reg bits 44, Data arrival, critical path 8.48 ns, n_diodes 0, synthesized instance count 605, H-tree depth 2, sequential area share after synthesis 19.0%, dpl cell area 0.00559 sq mm, Clock Tree Root clkbuf_8, Inst Count DP 777, Setup CP Type in2reg, port buffer count 91, crit path max fanout 6, worst skew pair latency 0.31 ns, Critical Path Source bIn[3], Chip Width 98.4 microns, Post-synth EDFFs 0, Core ar. 0.00885 sq mm, ys cells 605, die area 0.00968 sq mm, GP Congestion 0.960, maximum VDD drop 60.6 uV, element type at the critical path start primary input, clock-pin slew on the worst setup and hold paths 0.10 ns, period utilization 58.1%, tool warnings 26, drt first pass iters 16, Final setup viols 0, Post-Route WL 13000 microns, worst endpoint required time 14.48 ns, final tally of max-slew violations 0, initial antenna violation count 0, Hold Crit Start bOut[5], # hold bufs at CTS 0, area added between synthesis and finish 22.4%, fraction of registers with async set/reset 0%, Leak Pwr 2.31 nW, design area 0.00569 sq mm, Distinct lib cells used 66, yosys stat chip area 0.00464 sq mm, status completed, ys flop type dfxtp_1, first-pass GRT wire length 21800 microns, Post-DP HPWL 10000 microns, post-synthesis cell area 0.00464 sq mm, vias per std cell 6.07
## sequential cells by signal (all words and copies together), names as in the netlist
register	flops
aOut	6
cOut	32
bOut	6
## per-layer routing
layer	track usage (%)	wire, microns	up-vias
met1	43.2	6170	2192
li1	-	-	2375
met4	5.86	170	0
met2	44.4	5850	184
met3	3.49	849	17
met5	0	0	-
## final timing paths
kind,to,slack [ns],cells past startpoint
worst max-delay path,cOut[18],5.99,22
worst min-delay path,bOut[5],0.50,2
worst min register to register,bOut[5],0.50,2
worst max register to register,cOut[28],11.53,10
## power by group
group	switching [W]	internal, W	leakage, nW	total [W]
combinational	0.000143	0.000118	1.90	0.000261
sequential	0.0000108	0.000135	0.364	0.000146
clock	0.0000509	0.0000361	0.0491	0.0000870
## final cells by class
cell class,count,area [sq um]
Tap cell,108,135
Fill cell,779,3160
Clock buffer,5,68.8
Multi-Input combinational cell,511,3570
Inverter,18,67.6
Sequential cell,44,881
Clock inverter,3,26.3
Timing Repair Buffer,96,938
## metrics by stage
step,hold slack [ns],setup WS (ns),power (W),util [%]
after global placement,0.473,5.82,0.000406,63.2
after floorplan,0.437,6.76,0.000324,-
after global routing,0.544,5.54,0.000530,64.3
after detailed placement,0.486,5.64,0.000407,63.2
final,0.504,5.99,0.000494,64.3
after CTS,0.508,5.96,0.000497,64.3
## cells in the final DEF (no fill, tap or decap), types with 3 or more instances in the layout
master,Yosys,layout
clkdlybuf4s50_1,0,89
nor2_1,61,61
nand2_1,51,51
a21oi_1,48,48
dfxtp_1,44,44
ha_1,40,40
a211oi_1,36,36
mux2i_1,34,34
o21ai_0,27,27
nor2b_1,26,26
xnor2_1,20,20
inv_1,15,15
a21o_1,14,14
nor3_1,13,13
nand3_1,12,12
xor2_1,11,11
nand2b_1,8,8
nand4_1,8,8
o22ai_1,8,8
o21a_1,7,7
o211ai_1,7,7
or3_1,6,6
and2_1,5,5
o21ai_1,5,5
clkbuf_8,0,5
buf_4,0,5
a211o_1,4,4
o21bai_1,4,4
fa_1,4,4
inv_2,3,3
a311o_1,3,3
nor4_1,3,3
a31oi_1,3,3
## synth_stat cells, types with 5 or more instances
library cell | instances | share of area (%)
o211ai_1 | 7 | 1.1
nand4_1 | 8 | 1.1
xnor2_1 | 20 | 3.8
xor2_1 | 11 | 2.1
nand2b_1 | 8 | 1.1
nor3_1 | 13 | 1.4
inv_1 | 15 | 1.2
nand2_1 | 51 | 4.1
o21ai_0 | 27 | 2.9
o22ai_1 | 8 | 1.1
buf_1 | 5 | 0.40
clkbuf_1 | 22 | 1.8
nor2b_1 | 26 | 3.5
or3_1 | 6 | 0.81
o21ai_1 | 5 | 0.54
ha_1 | 40 | 11
and2_1 | 5 | 0.67
a21oi_1 | 48 | 5.2
o21a_1 | 7 | 1.1
a21o_1 | 14 | 2.3
mux2i_1 | 34 | 7.3
a211oi_1 | 36 | 5.8
nor2_1 | 61 | 4.9
dfxtp_1 | 44 | 19
nand3_1 | 12 | 1.3
## worst max-delay path, delay by kind of cell
| kind | cells | cell delay (ns) |
|---|---|---|
| fa+ha+maj | 4 | 1.67 |
| compound gates | 6 | 1.34 |
| simple gates | 7 | 1.19 |
| mux | 2 | 0.67 |
| buf+inv | 2 | 0.60 |
| xor+xnor | 1 | 0.14 |
## cell families (layout without fill, tap and decap cells)
family / after synthesis / after routing / synth area share (%)
mux: 37 / 37 / 8.54
xor+xnor: 32 / 32 / 6.20
compound gates: 194 / 194 / 28.4
flops: 44 / 44 / 19.0
buf+inv: 50 / 122 / 4.18
fa+ha+maj: 44 / 44 / 12.5
simple gates: 204 / 204 / 21.2
No activity file was given, so power comes from the tool's default toggle rates.
